### ./config.mk
export PLATFORM = sky130hd
export DESIGN_NAME = SimRstGen
export DESIGN_NICKNAME = SimRstGen
export VERILOG_FILES = /design/flow/design.v
export SDC_FILE = /design/flow/constraint.sdc
export NUM_CORES = 4
export LEC_CHECK = 1
export CORE_AREA = 10 10 95 95
export DIE_AREA = 0 0 105 105
### ./constraint.sdc
current_design SimRstGen

set clk_period 4.2
set clk_io_pct 0.2

create_clock -name clk0 -period $clk_period [get_ports {clk}]

set non_clock_inputs [all_inputs -no_clocks]
set_input_delay [expr $clk_period * $clk_io_pct] -clock clk0 $non_clock_inputs
set_output_delay [expr $clk_period * $clk_io_pct] -clock clk0 [all_outputs]
### ./design.v
module SimRstGen(
    input clk,
    output reg reset
);
    parameter TIMEOUT = 1;
    integer count = 0;
    initial
    begin
        reset = 1;
    end
    always @(posedge clk)
    begin
        count += 1;
        if (count > TIMEOUT)
            reset <= 0;
        else
            reset <= 1;
    end
endmodule
### ./run.sh
#!/bin/bash
# OpenROAD 26Q1-2900-gdf79404cd8, Yosys 0.63+post, stock flow scripts
make -C /OpenROAD-flow-scripts/flow DESIGN_CONFIG=/design/flow/config.mk WORK_HOME=/design/flow/orfs finish
==> flow_summary_export.csv <==
group,metric,value,unit
place,place_ws,1.18,ns
final_timing,fin_crit,3.03,ns
setup_path,rrSetupSlack,1.17,ns
drt,wl_per_cell,9.68,um
setup_path,arrival,3.22,ns
place,port_buffers,1,
clock_tree,cts_max_path_buffers,2,
power,p_sw_frac,0.209,
setup_path,crit_end,"reset$_DFF_P_",
setup_path,crit_family,"simple AND/OR/NAND/NOR gates",
final_timing,worst_slew_pin_slew,0.671,ns
setup_path,cp-start-kind,"flip-flop",
yosys,yosysChipArea,1550,um^2
yosys,ys.flops,33,
cells_and_area,combGateArea,820,um^2
final_timing,rsz0062_at_grt,"no",
clock_tree,cts_setup_buffers,0,
floorplan,die_y,105,um
place,postPlaceCellArea,1640,um^2
power,power_frac_comb,0,
final_timing,fmax,330,MHz
clock_tree,cts-resized-gates,0,
final_timing,report.final.slew_viol_count,0,
place,gp_congestion,0.785,
power,ir_worst_vdd,80.8,uV
drt,vias,1072,
power,pwr_density_cell,314,nW/um^2
yosys,synth.distinct_cells,33,
cells_and_area,final_util,0.249,
grt,grt_pass1_vias,1013,
power,p_clk_frac,0.421,
clock_tree,htreeDepth,2,
setup_path,crit_start,"count[3]$_DFF_P_",
floorplan,pin_count,2,
setup_path,path_buffers,0,
cells_and_area,layout_top_cell,"dfxtp_1",
cells_and_area,most-common-layout-cells,"dfxtp_1 (33), xnor2_1 (18), xor2_1 (17)",
yosys,syn_area,1550,um^2
clock_tree,cts.hold.buffers_added,0,
cells_and_area,design_area,1720,um^2
yosys,synth_warnings,1,
grt,grt_antenna_before_repair,0,
yosys,syn-instance-count,163,
grt,grt_usage,0.0473,
final_timing,setup_slack,1.17,ns
clock_tree,cts_root_buf,"clkbuf_8",
drt,drtIter0Drc,65,
setup_path,r2r_cells,7,
power,p_seq_frac,0.579,
drt,vias_per_cell,4.06,
setup_path,path_max_fanout,8,
cells_and_area,drive_gt1_frac,0.101,
floorplan,die_area,11000,um^2
clock_tree,clk_pin_slew,0.07,ns
cells_and_area,fillers,743,
setup_path,worstSetupEndpointType,"flip-flop",
setup_path,crit_chain,"nand4_2 -> or4_2 -> nor3_1 -> xor2_1 -> or4_1 -> or3_1 -> o41ai_2",
yosys,synth.avg_cell_area,9.48,um^2
floorplan,fp.dieW,105,um
yosys,seq_area_frac_synth,0.428,
power,leakage,0.684,nW
drt,route.detailed.drc,0,
clock_tree,numCtsBuffers,5,
final_timing,finalSetupViolations,0,
clock_tree,clock_latency,0.28,ns
place,post-place-cells,256,
hold_path,hp-class,"flip-flop to flip-flop",
setup_path,cp_num_cells,7,
floorplan,fp-utilization,0.224,
power,switchingPower,113,uW
drt,totalWireLength,2560,um
power,p_int,428,uW
floorplan,num_rows,30,
grt,grt_max_degree,11,
setup_path,r2r-start,"count[3]$_DFF_P_",
setup_path,cp.required,4.40,ns
flow_run,maxCapViolCount,0,
final_timing,fin_crit_sh,0.721,
cells_and_area,fin_cells,264,
final_timing,setup_tns,0,ns
drt,firstDrtPassIters,4,
setup_path,r2r_end,"reset$_DFF_P_",
final_timing,fin_worst_skew,0.0106,ns
grt,grt_pass1_wl,4560,um
final_timing,holdWs,0.443,ns
setup_path,slowest_stage,"or4_2",
clock_tree,cts_tree,"built",
flow_run,warning_count,27,
grt,gr-total-overflow,0,
status,status,"completed",
clock_tree,clock_sinks,33,
drt,antenna_cells,0,
floorplan,core,6910,um^2
final_timing,relSlewSlack,0.549,
setup_path,cp_slowest_stage_delay,0.73,ns
cells_and_area,area_growth,11.3,%
setup_path,crit_type,"flip-flop to flip-flop",
drt,antenna_left,0,
yosys,yosysCellCount,163,
final_timing,hold_viol_final,0,
cells_and_area,ff_latch_area,661,um^2
hold_path,worstHoldStart,"count[0]$_DFF_P_",
power,p_total,540,uW
place,hpwlAfterDp,1830,um
-- cells in the mapped netlist --
cell,instances,share of area
a31oi_1,3,0.012
a211o_1,1,0.0057
nor3b_1,1,0.0049
and3_2,1,0.0049
or4_1,2,0.0097
nand4_2,2,0.016
dfxtp_1,33,0.43
nor3_2,1,0.0065
mux2_2,1,0.0073
nor3_1,8,0.026
nand4_1,4,0.016
buf_2,1,0.0032
or2_2,1,0.0041
o41ai_2,1,0.011
ha_1,3,0.024
or4_4,1,0.0073
xnor2_1,18,0.10
nor4_1,6,0.024
and4_1,1,0.0057
or4_2,1,0.0057
and3_1,4,0.016
o211ai_1,1,0.0049
xor2_1,17,0.096
or3_2,1,0.0049
nand4b_1,1,0.0057
nor2_1,13,0.032
buf_6,3,0.022
a311oi_1,1,0.0057
nand3_1,7,0.023
inv_1,7,0.017
nand2_1,13,0.032
o21ai_0,3,0.0097
or3_1,2,0.0081
-- power groups by stage --
stage / logic, mW / clock network, mW / registers, mW
finish: 0.000000374 / 0.227 / 0.313
global route: 0.000000374 / 0.250 / 0.313
CTS: 0.000000374 / 0.236 / 0.313
-- logic make-up (layout without fill, tap and decap cells) --
logic type / Yosys count / count (layout) / share of synthesized area
simple gates: 70 / 70 / 0.252
xor+xnor: 35 / 35 / 0.198
flops: 33 / 33 / 0.428
buf+inv: 11 / 16 / 0.0421
compound gates: 10 / 10 / 0.0486
fa+ha+maj: 3 / 3 / 0.0243
mux: 1 / 1 / 0.00729
-- worst register-to-register path, cell delays in order (launching register included) --
cell,delay (ns)
dfxtp_1,0.50
nand4_2,0.23
or4_2,0.73
nor3_1,0.21
xor2_1,0.10
or4_1,0.51
or3_1,0.37
o41ai_2,0.30
-- layout make-up --
class	instances	area share
Inverter	7	0.0153
Multi-Input combinational cell	119	0.477
Clock inverter	2	0.00582
Tap cell	96	0.0699
Clock buffer	6	0.0422
Sequential cell	33	0.384
Timing Repair Buffer	1	0.00582
-- sequential cells by signal (all words and copies together), names as in the netlist --
name / count
reset: 1
count: 32
-- routing by layer --
layer  GRT usage  wire [um]
met1      0.0684       1350
met2      0.0681       1060
met3      0.0112         80
met4      0.0147         61
met5           0          0
-- worst min path at each step --
stage                 slack, ns  cells after the start          endpoint
after global routing       0.48                      1  count[0]$_DFF_P_
final                      0.44                      1  count[0]$_DFF_P_
after CTS                  0.45                      1  count[0]$_DFF_P_
No activity file was given, so power comes from the tool's default toggle rates.
